File: design/flow/run.sh
#!/bin/bash
# OpenROAD 26Q1-2900-gdf79404cd8, Yosys 0.63+post, stock flow scripts
make -C /OpenROAD-flow-scripts/flow DESIGN_CONFIG=/design/flow/config.mk WORK_HOME=/design/flow/orfs finish
File: design/flow/config.mk
export PLATFORM = sky130hd
export DESIGN_NAME = usehint
export DESIGN_NICKNAME = usehint
export VERILOG_FILES = /design/flow/design.v
export SDC_FILE = /design/flow/constraint.sdc
export NUM_CORES = 4
export LEC_CHECK = 1
export CORE_UTILIZATION = 50
File: design/flow/constraint.sdc
current_design usehint

set clk_period 588.6
set clk_io_pct 0.2

create_clock -name clk0 -period $clk_period [get_ports {clk}]

set non_clock_inputs [all_inputs -no_clocks]
set_input_delay [expr $clk_period * $clk_io_pct] -clock clk0 $non_clock_inputs
set_output_delay [expr $clk_period * $clk_io_pct] -clock clk0 [all_outputs]
File: design/flow/design.v
`timescale 1ns / 1ps
module usehint #(
        parameter OUTPUT_W = 4,
        parameter COEFF_W  = 24,
        parameter W        = 64
    ) (
        input rst,
        input clk,
        input start,
        input [2:0]   sec_lvl,
        input [W-1:0] di,
        input         valid_i,
        output reg    ready_i,
        input [OUTPUT_W*COEFF_W-1:0] poly0_i,
        input [OUTPUT_W*COEFF_W-1:0] poly1_i,
        input      poly_valid_i,
        output reg poly_ready_i,
        output reg [OUTPUT_W*COEFF_W-1:0] poly_o,
        output reg poly_valid_o,
        input      poly_ready_o
    );
    reg [7:0]   hint_cnt [7:0];
    reg [671:0] hint_addr;
    reg [10:0] ctr, ctr_next;
    reg [9:0] pos, pos_next;
    reg [3:0] poly_num;
    reg [9:0] hint_len;
    reg [95:0] tmp;
    reg [256*8-1:0] hint_poly;
    localparam
        LVL2_LEN = 7'd80,
        LVL3_LEN = 7'd55,
        LVL5_LEN = 7'd75;
    reg [6:0] hint_addrlen;
    reg [3:0] num_hints;
    reg [7:0] next_hint;
    reg [10:0] hint_offset;
    localparam
        INIT         = 2'd0,
        RECEIVE_HINT = 2'd1,
        EXPAND_HINT  = 2'd2,
        APPLY_HINT   = 2'd3;
    reg [1:0] state;
    reg [5:0] FINAL_SHIFT;
    reg [3:0] K;
    integer i;
    always @(*) begin
        case(sec_lvl)
        2: K=4;
        3: K=6;
        default: K=8;
        endcase
        case(sec_lvl)
        2: hint_len=671;
        3: hint_len=487;
        default: hint_len=663;
        endcase
        for (i = 0; i < 8; i = i + 1)
            hint_cnt[i] = (i < K) ? hint_addr[8*(K-i-1)+:8] : 0;
        next_hint = hint_addr[hint_len-pos*8-:8];
        hint_offset = 0; 
        if (ctr >= hint_cnt[0])
           hint_offset = 256*(0+1);
        if (ctr >= hint_cnt[1])
           hint_offset = 256*(1+1);
        if (ctr >= hint_cnt[2])
           hint_offset = 256*(2+1);
        if (ctr >= hint_cnt[3])
           hint_offset = 256*(3+1);
        if (ctr >= hint_cnt[4] && K != 4)
           hint_offset = 256*(4+1);
        if (ctr >= hint_cnt[5] && K != 4)
           hint_offset = 256*(5+1);
        if (ctr >= hint_cnt[6] && K == 8)
           hint_offset = 256*(6+1);
        if (ctr >= hint_cnt[7] && K == 8)
           hint_offset = 256*(7+1);
        case(sec_lvl)
        2: hint_addrlen = LVL2_LEN;
        3: hint_addrlen = LVL3_LEN;
        5: hint_addrlen = LVL5_LEN;
        default: hint_addrlen = LVL2_LEN;
        endcase
        case(sec_lvl)
        2: num_hints = 4'd4;
        3: num_hints = 4'd6;
        5: num_hints = 4'd8;
        default: num_hints = 4'd4;
        endcase
        ready_i      = 0;
        poly_ready_i = poly_ready_o;
        poly_o       = 0;
        poly_valid_o = 0;
        ctr_next     = ctr;
        FINAL_SHIFT = 8*((ctr+1)*8 - hint_addrlen-num_hints);
        poly_o = poly1_i;
        if (sec_lvl != 2) begin
            for (i = 0; i < 4; i = i + 1) begin
                if (hint_poly[ctr+i] == 1) begin
                    if (poly0_i[i*24+:24] > (8380417-1)/32 || poly0_i[i*24+:24] == 0)
                        poly_o[i*24+:24] = (poly1_i[i*24+:24] == 0) ? 15 : poly1_i[i*24+:24] - 1;
                    else
                        poly_o[i*24+:24] = (poly1_i[i*24+:24] == 15) ? 0 : poly1_i[i*24+:24] + 1;
                end 
            end
        end else begin
            for (i = 0; i < 4; i = i + 1) begin
                if (hint_poly[ctr+i] == 1) begin
                    if (poly0_i[i*24+:24] > (8380417-1)/88 || poly0_i[i*24+:24] == 0)
                        poly_o[i*24+:24] = (poly1_i[i*24+:24] == 0) ? 43 : poly1_i[i*24+:24] - 1;
                    else
                        poly_o[i*24+:24] = (poly1_i[i*24+:24] == 43) ? 0 : poly1_i[i*24+:24] + 1;
                end 
            end
        end
        pos_next = pos;
        case(state)
        INIT: begin
            ctr_next = 0;
            pos_next = 0;
        end
        RECEIVE_HINT: begin
            ctr_next =  (valid_i && (ctr+1)*8 > hint_addrlen+num_hints) ?  0 :
                        (valid_i) ? ctr + 1 : ctr;
            ready_i  = valid_i;
            pos_next = 0;
        end
        EXPAND_HINT: begin
            ctr_next = (ctr+1 >= hint_cnt[K-1]) ?  0 : ctr + 1;
            pos_next = pos + 1;
        end
        APPLY_HINT: begin
            poly_valid_o = poly_valid_i;
            ctr_next = (poly_valid_o && poly_ready_o) ? ctr + 4 : ctr;
        end
        endcase
    end
    always @(posedge clk) begin
        if (rst) begin
            state <= INIT;
            ctr   <= 0;
        end else begin
            ctr <= ctr_next;  
            pos <= pos_next;      
            case(state)
            INIT: begin
                poly_num  <= 0;
                hint_addr <= 0;
                hint_poly <= 0;
                state <= (start) ? RECEIVE_HINT : INIT;
            end
            RECEIVE_HINT: begin
                poly_num <= 0;
                if ((ctr+1)*8 > hint_addrlen+num_hints) 
                    hint_addr <= (hint_addr << (64-FINAL_SHIFT)) | (di >> FINAL_SHIFT);
                else
                    hint_addr <= (valid_i) ? {hint_addr[671-64:0], di} : hint_addr;
                state <= (valid_i && (ctr+1)*8 > hint_addrlen+num_hints) ? EXPAND_HINT : RECEIVE_HINT;
            end
            EXPAND_HINT: begin
                hint_poly[next_hint+hint_offset] <= 1;
                state <= (ctr+1 >= hint_cnt[K-1]) ? APPLY_HINT : EXPAND_HINT;
            end
            APPLY_HINT: begin
                state <= (ctr == K*256) ? INIT : APPLY_HINT;
            end
            endcase
        end
    end
endmodule
==> flow_summary.yaml <==
# physical design summary
clock_network:
  root_buffer: "clkbuf_16"
  htreeDepth: 5
  cts_setup_buffers: 0
  insertion_delay_ps: 1010
  postCtsHoldBufs: 0
  cts_buffers: 328
  clkSinkCount: 2744
  ctsLongestPathBuffers: 4
  clkTransAtPathRegs_ps: 60
  cts_tree: "yes"
  post_cts_resized: 0
sta:
  finalCritPeriodShare_pct: 40.7
  setup_violations: 0
  max_slew_margin_pct: 27.1
  finClkSkew_ps: 68.3
  fin_crit_ps: 239780
  slew_viol_final: 0
  fin_tns_setup_ps: 0
  hold_viol: 0
  tightestPinTransition_ps: 1060
  rsz0062_at_grt: "no"
  max_freq_mhz: 4.17
global_route:
  grt_usage_pct: 44.2
  antenna_found_initial: 98
  grt_pass1_wl_um: 1230000
  gr-total-overflow: 0
  grt_start_max_net_pins: 154
  grt_pass1_vias: 170000
setup_path:
  cp.arrival_ps: 122060
  crit_path_start: "poly1_i[65]"
  reg2reg_slack_ps: 578440
  cp_max_fo: 19
  r2r_end: "hint_poly[11]"
  r2r_start: "pos[0]"
  crit_required_ps: 470880
  path_class: "primary input to output pin"
  startpoint_type: "primary input"
  r2r_cells: 22
  critPathCaptureType: "output pin"
cells_and_area:
  utilization_pct: 55.2
  layoutNonFillerInstCount: 24700
  area_growth_pct: 9.69
  num-fill-cells: 34500
  drive_above_1_share_pct: 16.8
yosys:
  yosysWarnings: 2
  top_cell_area_share_pct: 40.0
  yosysSeqAreaShare_pct: 40.1
  edf_count: 2729
  synthCells: 19300
  yosys.area.top_type: "edfxtp_1"
  async_flop_share_pct: 0
  synth.cells.most_frequent: "nand2_1, edfxtp_1, o21ai_0, mux4_2, mux2i_1"
  netlist_area_mm2: 0.205
  topCellsByArea: "edfxtp_1, mux4_2, nand2_1"
  syn_area_per_cell_um2: 10.6
  ys_cells: 19300
  synth.distinct_cells: 108
  yosys_area_mm2: 0.205
  numSynthFlops: 2744
  synthFlopType: "edfxtp_1"
  top_cell: "nand2_1"
power_and_ir_drop:
  internal-power_w: 0.000381
  power_frac_clock_pct: 37.9
  powerDensity_mw_per_mm2: 2.46
  leakage_nw: 73.6
  seq_power_share_pct: 43.7
  total_power_w: 0.000553
  swShare_pct: 31.1
  ir_drop_mv: 0.00249
  switchingPower_w: 0.000172
  share_comb_of_total_power_pct: 18.4
worst_hold_path:
  hp-class: "register to register"
  min_to: "hint_poly[644]"
  hold_depth: 2
  hold_path.startpoint: "hint_poly[644]"
floorplan:
  io_pins: 364
  core_area_mm2: 0.407
  fp_util_pct: 50.3
  rows: 234
  die-area_mm2: 0.413
  die_h_um: 642
  dieWidth_um: 642
route:
  wl_per_cell_um: 34.4
  drcViolationCount: 0
  via_per_inst: 7.02
  finalWirelength_um: 849000
  num_vias: 173000
  antenna_left: 0
  drtIter0Drc: 16700
  dr.pass1.iters: 6
placement:
  finalWeightedCongestion: 1.04
  dp.final_hpwl_um: 580000
  port_buffers: 363
  place_inst: 23900
flow_run:
  warning_count: 71
  max-cap-violations: 0
status:
  status: "finished, final reports clean"
[worst max-delay path by stage]
stage,to,slack [ps],depth (start not counted)
CTS,poly_o[71],348880,13
global route,poly_o[47],348520,14
finish,poly_o[71],348820,13
[metal layers]
metal | up-vias | share of wire (%) | GRT usage [%]
met5 | - | 0.50 | 7.37
li1 | 74100 | - | -
met3 | 2304 | 17 | 30.8
met4 | 153 | 6.5 | 22.4
met2 | 11000 | 42 | 57.1
met1 | 85600 | 34 | 57.5
[placed cells by master, fill, tap and decap left out, types with 92 or more instances in the layout]
master           instances
a211oi_1               155
a21boi_0               588
a21oi_1                403
a22o_1                 296
buf_4                  713
clkbuf_16              335
clkdlybuf4s50_1        362
diode_2                158
edfxtp_1              2729
ha_1                    94
mux2i_1               1368
mux4_2                1801
nand2_1               4470
nand3_1                775
nor2_1                 302
nor2b_1                126
o211a_1                 92
o211ai_1               623
o21ai_0               2039
o22ai_1                195
[power by group through the flow]
stage | combinational, W | sequential (W) | clock, W
4_1_cts | 0.0000988 | 0.000241 | 0.000212
5_1_grt | 0.000106 | 0.000243 | 0.000218
6_report | 0.000102 | 0.000242 | 0.000210
[layout make-up]
type,count,area (um^2),area share [%]
Multi-Input combinational cell,14600,115000,51.2
Sequential cell,2744,82300,36.6
Timing Repair Buffer,1090,9270,4.12
Clock buffer,398,8630,3.84
Tap cell,5428,6790,3.02
Clock inverter,188,1960,0.873
Antenna cell,158,395,0.176
Inverter,77,329,0.146
[state kept, by name, summed over array words and instances (netlist names)]
| name | count |
|---|---|
| hint_poly | 2048 |
| hint_addr | 672 |
| state | 4 |
| pos | 9 |
| ctr | 11 |
[worst max-delay path: stages]
cell	delay, ps
clkdlybuf4s50_1	550
or3_1	390
or3_1	370
nor4_1	330
and4_1	360
and2_1	240
nand2_1	230
nand2b_1	670
nand4_1	210
o21ai_0	120
nand2_1	70
o21ai_0	250
clkdlybuf4s50_1	530
[stage by stage]
step	instance area, um^2	setup slack (ps)	hold slack (ps)
after floorplan	205000	326350	469
after global placement	214000	348800	563
after detailed placement	214000	348890	568
after CTS	224000	348880	586
after global routing	225000	348520	605
final	225000	348820	583
[logic make-up (layout without fill, tap and decap cells)]
family	after synthesis	in the layout	synth area share, %
compound gates	4979	4979	15.6
xor+xnor	44	44	0.198
fa+ha+maj	97	97	0.596
buf+inv	2013	1753	3.97
flops	2744	2744	40.1
mux	3224	3224	26.8
other cells	1	159	0.00183
simple gates	6246	6246	12.7
